<file path="flow/config.mk">
export PLATFORM = sky130hd
export DESIGN_NAME = Stack
export DESIGN_NICKNAME = Stack
export VERILOG_FILES = /design/flow/design.v
export SDC_FILE = /design/flow/constraint.sdc
export NUM_CORES = 4
export LEC_CHECK = 1
export CORE_UTILIZATION = 30
export SYNTH_HDL_FRONTEND = slang
</file>
<file path="flow/constraint.sdc">
current_design Stack

set clk_period 72.6
set clk_io_pct 0.2

create_clock -name clk0 -period $clk_period [get_ports {clk}]

set non_clock_inputs [all_inputs -no_clocks]
set_input_delay [expr $clk_period * $clk_io_pct] -clock clk0 $non_clock_inputs
set_output_delay [expr $clk_period * $clk_io_pct] -clock clk0 [all_outputs]
</file>
<file path="flow/design.v">
`timescale 1ns / 1ps
module Stack(
    output reg [7:0] dout,  
    output reg [7:0] addr,  
    input wire [7:0] din,
    input push,
    input pop,
    input reset,
    input clk
    );
    reg [7:0] mem[255:0];
    initial begin
        dout = 0;  
        addr = 0;  
    end
    always @(posedge clk) begin
        if (reset) begin
            addr <= 0;
            dout <= 0;
        end
        if (push && (addr < 255)) begin
            addr <= addr + 1;
            mem[addr] <= din;
        end
        if (pop && (addr > 0)) begin
            dout <= mem[addr];
            mem[addr] <= 0;
            addr <= addr - 1;
        end
    end
endmodule
</file>
<file path="flow/run.sh">
#!/bin/bash
# OpenROAD 26Q1-2900-gdf79404cd8, Yosys 0.63+post, stock flow scripts
make -C /OpenROAD-flow-scripts/flow DESIGN_CONFIG=/design/flow/config.mk WORK_HOME=/design/flow/orfs finish
</file>
==> flow_metrics.env <==
# yosys + openroad results
export IMPL_cts_resized_gates=0
export IMPL_postSynthSeqShare_pct=76.6
export IMPL_die_h_um=522
export IMPL_setup_viol=0
export IMPL_p_leak_nw=28.4
export IMPL_hold_path_class="reg2reg"
export IMPL_r2r_end="dout[6]"
export IMPL_common_cells="edfxtp_1, mux4_2, mux2i_1, nor2_1, o221ai_1"
export IMPL_drive_gt1_share_pct=18.3
export IMPL_viasPerCell=5.17
export IMPL_antenna_found_initial=5
export IMPL_fillers=24500
export IMPL_drt_wl_total_um=213000
export IMPL_crit_path_end_kind="register"
export IMPL_core_area_mm2=0.268
export IMPL_critical_path_arrival_ns=17.89
export IMPL_utilization_pct=34.2
export IMPL_power_mw=3.11
export IMPL_critPathMaxFanout=47
export IMPL_finalCritPeriodShare_pct=23.9
export IMPL_ant_nets=0
export IMPL_flop_area_mm2=0.0622
export IMPL_period_needed_ns=17.36
export IMPL_crit_path_end="mem[226][6]"
export IMPL_cp_required_ns=73.12
export IMPL_postSynthCellCount=4110
export IMPL_powerDensity_mw_per_mm2=33.9
export IMPL_fin_ws_ns=55.24
export IMPL_maxCapViolCount=0
export IMPL_seqPwrFrac_pct=44.5
export IMPL_initCoreUtil_pct=30.2
export IMPL_maxClockFrequency_mhz=57.6
export IMPL_finalSetupTns_ns=0
export IMPL_ys_flop_type="edfxtp_1"
export IMPL_portBuffers=27
export IMPL_postCtsSetupRepairBufs=0
export IMPL_tightest_slew_ns=1.07
export IMPL_switching_share_pct=30.6
export IMPL_p_sw_uw=950
export IMPL_logic_area_mm2=0.0175
export IMPL_htreeDepth=4
export IMPL_cts_tree="yes"
export IMPL_rows=190
export IMPL_yosys_area_top_type_share_pct=76.4
export IMPL_holdBufCountCts=0
export IMPL_synth_cell_types=71
export IMPL_grt_pass1_vias=44600
export IMPL_synth_edff_count=2064
export IMPL_syn_area_mm2=0.0811
export IMPL_peakVddDrop_v=0.0000269
export IMPL_synth_area_leader_cell="edfxtp_1"
export IMPL_most_common_cell="edfxtp_1"
export IMPL_synth_avg_cell_area_um2=19.7
export IMPL_p_int_mw=2.16
export IMPL_ioPinCount=28
export IMPL_gr_total_overflow=0
export IMPL_criticalPathCategory="in2reg"
export IMPL_async_flop_share_pct=0
export IMPL_warnings=36
export IMPL_synth_chip_area_mm2=0.0811
export IMPL_r2r_cells=10
export IMPL_drcViolationCount=0
export IMPL_final_max_slew_viol_count=0
export IMPL_grt_pass1_wl_um=308000
export IMPL_clock_path_buffers=3
export IMPL_numCtsBuffers=197
export IMPL_wl_per_cell_um=26.8
export IMPL_p_clk_share_pct=31.9
export IMPL_syn_to_final_growth_pct=13.1
export IMPL_insertion_delay_ns=0.84
export IMPL_vias=41100
export IMPL_grt_max_degree=113
export IMPL_gr_usage_all_layers_pct=16.8
export IMPL_crit_path_start_kind="input port"
export IMPL_yosysWarnings=0
export IMPL_yosysCellCount=4110
export IMPL_final_hold_violation_count=0
export IMPL_slew_headroom_pct=28.0
export IMPL_cts_clk_slew_worst_paths_ns=0.06
export IMPL_cts_root_buf="clkbuf_16"
export IMPL_drtIter0Drc=3330
export IMPL_rsz0062_at_grt="false"
export IMPL_final_setup_skew_ns=0.0461
export IMPL_dpl_worst_slack_ns=54.36
export IMPL_p_comb_share_pct=23.6
export IMPL_numSynthFlops=2072
export IMPL_post_dp_hpwl_um=132000
export IMPL_rrSetupSlack_ns=67.15
export IMPL_clock_sinks=2072
export IMPL_yosys_top_cells_area="edfxtp_1, mux4_2, mux2i_1"
export IMPL_gp_congestion=0.970
export IMPL_drt_pass1_iterations=6
export IMPL_critPathLaunch="pop"
export IMPL_status="complete, no violations"
export IMPL_chipArea_mm2=0.273
export IMPL_fp_dieW_um=522
-- routing by layer --
metal | share of wire [%] | vias up | track usage [%]
met4 | 3.6 | 14 | 4.54
li1 | - | 17300 | -
met1 | 33 | 20600 | 18.8
met5 | 0.18 | - | 0.965
met2 | 46 | 2688 | 24.8
met3 | 17 | 416 | 13.3
-- area by class of cell --
type / count / share of cell area, %
Timing Repair Buffer: 170 / 1.53
Sequential cell: 2072 / 67.7
Multi-Input combinational cell: 1772 / 19.1
Inverter: 14 / 0.0586
Clock inverter: 111 / 1.13
Antenna cell: 2 / 0.00545
Tap cell: 3552 / 4.84
Clock buffer: 244 / 5.63
-- cell families after synthesis --
logic type | count (synthesis) | synth area share [%]
mux | 684 | 13.8
compound gates | 493 | 4.30
flops | 2072 | 76.6
simple gates | 590 | 3.27
buf+inv | 266 | 1.92
fa+ha+maj | 5 | 0.0771
-- through the flow --
stage	cells	instance area [um2]	hold slack [ns]
finish	7937	91800	0.745
global route	7935	91800	0.772
CTS	7935	91800	0.749
detailed placement	7580	85600	0.730
global placement	7580	85600	0.720
floorplan	4110	81100	0.561
-- flip-flops by register name, summed over array words and instances (netlist names), named ones only --
name  count
addr      8
mem    2048
dout      8
-- cell usage in the layout (no fill, tap or decap), types with 40 or more instances in the layout --
cell type / instances
a21oi_1: 100
a22oi_1: 56
buf_4: 138
clkbuf_1: 44
clkbuf_16: 200
clkinv_1: 40
clkinv_2: 42
edfxtp_1: 2064
mux2i_1: 330
mux4_2: 346
nand2_1: 78
nor2_1: 298
nor3_1: 64
o21ai_0: 44
o221ai_1: 104
o22ai_1: 72
-- worst min-delay path by stage --
stage,startpoint,end,slack (ns),depth (start not counted)
finish,addr[3],register,0.75,2
CTS,addr[3],register,0.75,2
global route,addr[2],register,0.77,2
-- critical path, stage by stage --
cell             delay, ns
clkdlybuf4s50_1       0.51
o41ai_4               0.10
and2_4                0.49
buf_4                 0.53
buf_4                 0.53
buf_4                 0.57
buf_4                 0.58
-- power by group through the flow --
stage | clock network, mW | registers, mW | logic [mW]
CTS | 1.01 | 1.38 | 0.728
global route | 1.05 | 1.39 | 0.775
finish | 0.992 | 1.38 | 0.735
Power figures rest on the tool's default switching activity, not on a simulated workload.
