<file path="./design.v">
`timescale 1ns / 1ps
module BCDCounter(
    output reg [3:0] outputs,  
    output reg cout,
    output reg bout,
    input inc,
    input dec,
    input set9,
    input set0,
    input clk
    );
    initial begin
        outputs = 4'b0000;
        cout = 0;
        bout = 0;
    end
    always @(posedge clk) begin
        cout = 0; 
        bout = 0;
        case ({inc, dec, set9, set0})
            4'b1000: begin  
                if (outputs == 9) begin
                    outputs = 4'b0000;  
                    cout = 1;  
                    end 
                else 
                    outputs = outputs + 1;  
            end
            4'b0100: begin  
                if (outputs == 0) begin
                    outputs = 4'b1001;  
                    bout = 1;  
                    end 
                else outputs = outputs - 1;  
            end
            4'b0010: outputs = 4'b1001;  
            4'b0001: outputs = 4'b0000;  
        endcase
    end
endmodule
`timescale 1ns / 1ps
module ClockDiv(
    output targetClk,  
    input clk  
    );
    reg [18:0] chainClk;
    initial begin
        chainClk = 0;
    end 
    always @(posedge clk) begin
        chainClk <= chainClk + 1;
    end
    assign targetClk = chainClk[18];
endmodule
`timescale 1ns / 1ps
module DebounceSinglePulse(
    output reg signal_out,
    input wire signal_in,
    input clk
    );
    wire debounced_signal;
    wire pulse_signal;
    Debouncer debouncer(debounced_signal, signal_in, clk);
    SinglePulser singlepulser(pulse_signal, debounced_signal, clk);
    always @(posedge clk) begin
        signal_out <= pulse_signal;
    end
endmodule
`timescale 1ns / 1ps
module Debouncer(
    output reg signal_out,  
    input async_sinal_in,  
    input clk
    );
    wire Q1, notQ1, Q2, notQ2;
    Dflipflop DFF1(Q1, notQ1, async_sinal_in, clk);
    Dflipflop DFF2(Q2, notQ2, Q1, clk);
    always @(posedge clk) begin
        if (Q1 == Q2) signal_out <= Q2;
    end
endmodule
`timescale 1ns / 1ps
module Dflipflop(
    output reg Q,
    output notQ,
    input D,
    input clk
    );
    assign notQ = ~Q;
    always @(posedge clk) begin
        Q <= D;
    end
endmodule
`timescale 1ns / 1ps
module HexTo7SegmentDecoder(
    output [6:0] seg_output,
    input [3:0] hex
    );
    reg [6:0] seg_output;
    always @(hex)
        case (hex)
          4'b0001 : seg_output = 7'b1111001;    
          4'b0010 : seg_output = 7'b0100100;    
          4'b0011 : seg_output = 7'b0110000;    
          4'b0100 : seg_output = 7'b0011001;    
          4'b0101 : seg_output = 7'b0010010;    
          4'b0110 : seg_output = 7'b0000010;    
          4'b0111 : seg_output = 7'b1111000;    
          4'b1000 : seg_output = 7'b0000000;    
          4'b1001 : seg_output = 7'b0010000;    
          4'b1010 : seg_output = 7'b0001000;    
          4'b1011 : seg_output = 7'b0000011;    
          4'b1100 : seg_output = 7'b1000110;    
          4'b1101 : seg_output = 7'b0100001;    
          4'b1110 : seg_output = 7'b0000110;    
          4'b1111 : seg_output = 7'b0001110;    
          default : seg_output = 7'b1000000;    
      endcase
endmodule
`timescale 1ns / 1ps
module QuadSevenSegmentDisplay(
    output [6:0] seg,  
    output dp,  
    output [3:0] an,  
    input [3:0] num3,  
    input [3:0] num2,
    input [3:0] num1,
    input [3:0] num0,  
    input clk
    );
    reg [1:0] state;  
    always @(posedge clk) begin
        state <= state + 1;
    end
    reg [3:0] activeAnodes;  
    reg [3:0] hex;
    always @(state) begin
        case(state)
            2'b00 : begin  
                activeAnodes = 4'b0001;
                hex = num0; end
            2'b01 : begin
                activeAnodes = 4'b0010;
                hex = num1; end
            2'b10 : begin
                activeAnodes = 4'b0100;
                hex = num2; end
            2'b11 : begin  
                activeAnodes = 4'b1000;
                hex = num3; end
        endcase
    end
    HexTo7SegmentDecoder decoder(seg, hex);
    assign dp = 0;  
    assign an = ~activeAnodes;  
endmodule
`timescale 1ns / 1ps
module SinglePulser(
    output reg signal_out,
    input signal_in,
    input clk
    );
    reg signal_prev;  
    always @(posedge clk) begin
        signal_prev <= signal_in;  
        if (signal_in && !signal_prev)
            signal_out <= 1;
        else
            signal_out <= 0;
    end
endmodule
`timescale 1ns / 1ps
module System(
    output [6:0] seg,
    output dp,
    output [3:0] an,
    input [7:0] sw,  
    input btnU,
    input btnC,
    input clk
    );
    wire newClk;
    ClockDiv clockDivider(newClk, clk);
    wire newBtnU, newBtnC;  
    DebounceSinglePulse dbspBtnU(newBtnU, btnU, newClk);
    DebounceSinglePulse dbspBtnC(newBtnC, btnC, newClk);
    wire [7:0] switches;  
    DebounceSinglePulse dbspSW0(switches[0], sw[0], newClk);
    DebounceSinglePulse dbspSW1(switches[1], sw[1], newClk);
    DebounceSinglePulse dbspSW2(switches[2], sw[2], newClk);
    DebounceSinglePulse dbspSW3(switches[3], sw[3], newClk);
    DebounceSinglePulse dbspSW4(switches[4], sw[4], newClk);
    DebounceSinglePulse dbspSW5(switches[5], sw[5], newClk);
    DebounceSinglePulse dbspSW6(switches[6], sw[6], newClk);
    DebounceSinglePulse dbspSW7(switches[7], sw[7], newClk);
    wire [3:0] num3, num2, num1, num0;
    wire cout3, cout2, cout1, cout0;
    wire bout3, bout2, bout1, bout0;
    BCDCounter counter0(num0, cout0, bout0, switches[1], switches[0], newBtnU|cout3, newBtnC|cout3, newClk);
    BCDCounter counter1(num1, cout1, bout1, switches[3]|cout0, switches[2]|bout0, newBtnU|cout3, newBtnC|cout3, newClk);
    BCDCounter counter2(num2, cout2, bout2, switches[5]|cout1, switches[4]|bout1, newBtnU|cout3, newBtnC|cout3, newClk);
    BCDCounter counter3(num3, cout3, bout3, switches[7]|cout2, switches[6]|bout2, newBtnU|cout3, newBtnC|cout3, newClk);
    QuadSevenSegmentDisplay display(seg, dp, an, num3, num2, num1, num0, newClk);
endmodule
</file>
<file path="./run.sh">
#!/bin/bash
# OpenROAD 26Q1-2900-gdf79404cd8, Yosys 0.63+post, stock flow scripts
make -C /OpenROAD-flow-scripts/flow DESIGN_CONFIG=/design/flow/config.mk WORK_HOME=/design/flow/orfs finish
</file>
<file path="./config.mk">
export PLATFORM = sky130hd
export DESIGN_NAME = System
export DESIGN_NICKNAME = System
export VERILOG_FILES = /design/flow/design.v
export SDC_FILE = /design/flow/constraint.sdc
export NUM_CORES = 4
export LEC_CHECK = 1
export CORE_UTILIZATION = 50
export SYNTH_HDL_FRONTEND = slang
</file>
<file path="./constraint.sdc">
current_design System

set clk_period 2.8
set clk_io_pct 0.2

create_clock -name clk0 -period $clk_period [get_ports {clk}]

set non_clock_inputs [all_inputs -no_clocks]
set_input_delay [expr $clk_period * $clk_io_pct] -clock clk0 $non_clock_inputs
set_output_delay [expr $clk_period * $clk_io_pct] -clock clk0 [all_outputs]
</file>
==> results.rst <==
Run summary
-----------

.. list-table::
   :header-rows: 1

   * - Metric
     - Value
   * - Worst slew margin relative to its limit
     - a little over half
   * - Final Core Density
     - 56.1%
   * - Horizontal die size
     - around 96 um
   * - Timing-limited maximum frequency
     - a little over 600 MHz
   * - Endpoints left unconstrained
     - roughly 120
   * - CTS tree
     - done
   * - Number of unique standard cell types used by synthesis
     - between 50 and 60
   * - Iteration tally of the first detailed-router pass
     - 7
   * - Unrepaired setup endpoints after global routing
     - false
   * - Initial antenna violation count
     - 0
   * - Result of the run
     - finished clean
   * - YS chip area
     - around 4400 um^2
   * - Clock transition at the registers of the reported paths
     - around 0.06 ns
   * - Count of vias placed by the detailed router
     - 2865
   * - Maximum number of pins on one net before global-route repair
     - around 86
   * - Number of standard cells after synthesis
     - roughly 430
   * - Crit path max-delay cell type
     - sky130_fd_sc_hd__dfxtp_1
   * - Yosys top cell area share
     - a little over a third
   * - Number of buffers created by CTS
     - 3
   * - Async S/R FF share, synth
     - 0%
   * - P_leak
     - approximately 0.0017 uW
   * - Cell Area, Placed
     - approximately 4600 um^2
   * - Drt total wl
     - ~6500 um
   * - Detailed-route wire length per cell
     - about 12 um
   * - Yosys reg bits
     - roughly 100
   * - Number of hold-repair buffers added at the cts stage
     - 0
   * - Transition time at the pin with the least slew margin
     - 0.695 ns
   * - Share of layout cells above drive strength 1
     - around 3.7%
   * - Flip-flops with a built-in enable
     - 26
   * - Top cells, area
     - sky130_fd_sc_hd__dfxtp_1, sky130_fd_sc_hd__edfxtp_1, sky130_fd_sc_hd__xnor2_1
   * - Number of warnings issued by yosys
     - 0
   * - Max IR drop VDD
     - approximately 0.00032 V
   * - Delay of the slowest cell on the worst path
     - 0.40 ns
   * - Number of warnings in the stage logs
     - 33
   * - Seq share, synth
     - ~53%
   * - First-pass GRT wire length
     - around 11000 um
   * - Grt ovf
     - 0
   * - Die Size
     - 9140 um^2
   * - Placed cell count
     - approximately 530
   * - Count of antenna diodes in the layout
     - 0
   * - DR vias/cell
     - roughly 5.3
   * - Required arrival time at the worst endpoint
     - a little under 3 ns
   * - Endpoint kind of the worst setup timing path
     - register
   * - Growth of design area from synthesis to finish
     - 6.77%
   * - Library cell occupying the most area in the post-synthesis netlist
     - sky130_fd_sc_hd__dfxtp_1
   * - Number of register pins that no clock reaches
     - 85
   * - Yosys stat cell total
     - approximately 430
   * - Half-perimeter wire length after detailed placement
     - roughly 4800 um
   * - Post-cts gate resize count
     - 0
   * - Number of hold violations in the final report
     - 0
   * - Power density of the placed cells
     - 99.5 nW/um^2
   * - Post-placement setup slack
     - about 1.2 ns
   * - Total of endpoints with negative setup slack in the final report
     - 0
   * - Combined area of all synthesized cells
     - 4380 um^2
   * - Vertical extent of the die
     - roughly 96 um
   * - Final period demand of the worst path
     - approximately 1.6 ns
   * - Number of design-rule violations left by the first detailed-router iteration
     - about 170
   * - Number of cells in the finished layout apart from fillers
     - approximately 540
   * - Final weighted congestion in routability-driven placement
     - 0.864
   * - CP cell instances
     - and4_1 > and4_1 > nor2b_1 > nand3_1 > xnor2_1
   * - Most instantiated flip-flop cell in the synthesis netlist
     - sky130_fd_sc_hd__dfxtp_1
   * - Area of the core region
     - around 8300 um^2
   * - Count of final max-slew check failures
     - 0
   * - I/O pin count
     - 23
   * - Max Buffers Root-to-Sink
     - 2
   * - Critical path's most frequent cell
     - sky130_fd_sc_hd__and4_1
   * - Via count of the first global-routing pass
     - between 2000 and 3000
   * - Max-cap violations
     - 0
   * - Worst min-delay path class
     - register to register
   * - Total Neg Setup Slack
     - 0 ns
   * - FP Util
     - between 50% and 60%
   * - Post-route standard cell area excluding fillers
     - approximately 4700 um^2
   * - Worst EP arrival
     - between 1.5 and 2 ns
   * - CP Class
     - register to register
   * - Post-CTS repair timing setup buffer count
     - 0
   * - Clk root buf
     - sky130_fd_sc_hd__clkbuf_8
   * - Depth of the CTS H-tree
     - 1
   * - Synthesized area per cell
     - between 10 and 15 um^2
   * - GRT Overall Usage
     - between 10% and 20%
   * - Smallest setup slack after layout
     - ~1.2 ns
   * - Type of origin of the critical path
     - register
   * - Biggest fanout along the worst timing path
     - 5
   * - Core Rows
     - 33
   * - Number of antenna-violating nets in the routed design
     - 0
   * - Insertion Delay late pin
     - roughly 0.25 ns
   * - Clock tree skew after final layout
     - 0.00110 ns
   * - Port Buffers
     - 21
   * - DRC
     - 0
   * - Fin crit share
     - a little under three fifths
==> metrics by stage <==
stage                     hold WS, ns  power (uW)
after floorplan                 0.391         278
after global placement          0.412         290
after detailed placement        0.418         290
after CTS                       0.434         471
after global routing            0.446         484
final                           0.431         465
==> sequential cells by signal, indices dropped and copies added (netlist names), 2 cells and up <==
signal and flops:
counter0.outputs 4, counter2.outputs 4, clockDivider.chainClk 19, display.state 2, counter1.outputs 4, counter3.outputs 4
==> worst paths after layout <==
check / cells past startpoint / start / to / slack [ns]
setup reg to reg: 5 / clockDivider.chainClk[2] / clockDivider.chainClk[13] / 1.19
hold / removal: 1 / clockDivider.chainClk[18] / clockDivider.chainClk[18] / 0.43
setup / recovery: 5 / clockDivider.chainClk[2] / clockDivider.chainClk[13] / 1.19
hold reg to reg: 1 / clockDivider.chainClk[18] / clockDivider.chainClk[18] / 0.43
==> layout by cell type, fill, tap and decap left out, types with 7 or more instances in the layout <==
cell type / instances
sky130_fd_sc_hd__edfxtp_1: 26
sky130_fd_sc_hd__mux2i_1: 7
sky130_fd_sc_hd__dfxtp_1: 77
sky130_fd_sc_hd__o21ai_0: 21
sky130_fd_sc_hd__nand3_1: 18
sky130_fd_sc_hd__nand2b_1: 7
sky130_fd_sc_hd__xnor2_1: 33
sky130_fd_sc_hd__nor4_1: 8
sky130_fd_sc_hd__nor3_1: 16
sky130_fd_sc_hd__a21oi_1: 12
sky130_fd_sc_hd__inv_1: 14
sky130_fd_sc_hd__ha_1: 11
sky130_fd_sc_hd__nor2b_1: 11
sky130_fd_sc_hd__nand2_1: 33
sky130_fd_sc_hd__nor2_1: 24
sky130_fd_sc_hd__clkdlybuf4s50_1: 21
sky130_fd_sc_hd__o22ai_1: 7
==> logic make-up after synthesis <==
| logic type | after synthesis | share of synthesized area [%] |
|---|---|---|
| DFF | 104 | 53.5 |
| and+or+nand+nor | 145 | 17.1 |
| xor gates and xnor gates | 39 | 7.80 |
| buffers and inverters | 39 | 3.71 |
| adders and majority gates | 11 | 3.14 |
| AOI/OAI and AO/OA | 80 | 12.3 |
| other | 1 | 0.0856 |
| muxes | 10 | 2.37 |
==> cell usage after synthesis, types with 4 or more instances <==
cell	number
sky130_fd_sc_hd__a21o_1	6
sky130_fd_sc_hd__xor2_1	6
sky130_fd_sc_hd__dfxtp_1	78
sky130_fd_sc_hd__a22oi_1	5
sky130_fd_sc_hd__buf_2	4
sky130_fd_sc_hd__inv_1	14
sky130_fd_sc_hd__o22ai_1	7
sky130_fd_sc_hd__a21oi_1	12
sky130_fd_sc_hd__nor4_1	8
sky130_fd_sc_hd__clkbuf_1	15
sky130_fd_sc_hd__nor2_1	24
sky130_fd_sc_hd__or3_1	4
sky130_fd_sc_hd__edfxtp_1	26
sky130_fd_sc_hd__a31oi_1	4
sky130_fd_sc_hd__nor3_1	16
sky130_fd_sc_hd__nand3b_1	4
sky130_fd_sc_hd__nor2b_1	11
sky130_fd_sc_hd__nand3_1	18
sky130_fd_sc_hd__nand2b_1	7
sky130_fd_sc_hd__mux2i_1	7
sky130_fd_sc_hd__nand2_1	33
sky130_fd_sc_hd__ha_1	11
sky130_fd_sc_hd__xnor2_1	33
sky130_fd_sc_hd__o21ai_0	21
==> per-layer routing <==
layer  up-vias  GRT usage, %  share of wire, %
met1      1287          25.3                51
met2        55          27.1                45
li1       1521             -                 -
met4         0          1.24              0.26
met5         -             0                 0
met3         2         0.487               3.0
==> worst max-delay path: cells and delay by family, from the launching register on <==
family	cells	cell delay [ns]
xor gates and xnor gates	1	0.13
and+or+nand+nor	4	0.97
DFF	1	0.40
==> final cells by class <==
type | count | area [um^2]
repair buffers | 23 | 225
flip-flops and latches | 104 | 2340
clock buffers | 4 | 45.0
fillers | 724 | 3660
multi-input cells | 286 | 1880
well taps | 105 | 131
inverters | 15 | 56.3
==> power breakdown <==
part	switching, uW	internal (uW)
logic	1.23	11.9
clock network	80.2	101
registers	0	271
Power and IR drop assume default switching activity.
