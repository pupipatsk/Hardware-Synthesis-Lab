==> flow/design.v <==
`timescale 1ns / 1ps
module clockDiv(
    output clkDiv,
    input clk
    );
    reg clkDiv;
    initial begin
        clkDiv=0;
    end
    always @(posedge clk) begin
        clkDiv=~clkDiv;
    end
endmodule
`timescale 1ns / 1ps
module hexTo7Segment(
    output [6:0] segments,
    input [3:0] hex
    );
    reg [6:0] segments;
   always @(hex)
      case (hex)
          4'b0001 : segments = 7'b1111001;    
          4'b0010 : segments = 7'b0100100;    
          4'b0011 : segments = 7'b0110000;    
          4'b0100 : segments = 7'b0011001;    
          4'b0101 : segments = 7'b0010010;    
          4'b0110 : segments = 7'b0000010;    
          4'b0111 : segments = 7'b1111000;    
          4'b1000 : segments = 7'b0000000;    
          4'b1001 : segments = 7'b0010000;    
          4'b1010 : segments = 7'b0001000;    
          4'b1011 : segments = 7'b0000011;    
          4'b1100 : segments = 7'b1000110;    
          4'b1101 : segments = 7'b0100001;    
          4'b1110 : segments = 7'b0000110;    
          4'b1111 : segments = 7'b0001110;    
          default : segments = 7'b1000000;    
      endcase
endmodule
`timescale 1ns / 1ps
module quadSevenSeg(
    output [6:0] seg,
    output dp,
    output an0,
    output an1,
    output an2,
    output an3,
    input [3:0] num0,  
    input [3:0] num1,
    input [3:0] num2,
    input [3:0] num3,  
    input clk
    );
    reg [1:0] ns;  
    reg [1:0] ps;  
    reg [3:0] dispEn;  
    reg [3:0] hexIn;
    wire [6:0] segments;
    assign seg=segments;
    hexTo7Segment segDecode(segments,hexIn);
    assign dp=0;  
    assign {an3,an2,an1,an0}=~dispEn;
    always @(posedge clk)
        ps=ns;
    always @(ps) 
        ns=ps+1;
    always @(ps)
        case(ps)
            2'b00: dispEn=4'b0001;
            2'b01: dispEn=4'b0010;
            2'b10: dispEn=4'b0100;
            2'b11: dispEn=4'b1000;
        endcase
    always @(ps)
        case(ps)
            2'b00: hexIn=num0;
            2'b01: hexIn=num1;
            2'b10: hexIn=num2;
            2'b11: hexIn=num3;
        endcase
endmodule
`timescale 1ns / 1ps
module system(
    output [6:0] seg,
    output dp,
    output [3:0] an,
    input clk
    );
    wire [3:0] num3,num2,num1,num0;  
    assign num0=4;
    assign num1=3;
    assign num2=2;
    assign num3=1;
    wire an0,an1,an2,an3;
    assign an={an3,an2,an1,an0};
    wire targetClk;
    wire [18:0] tclk;
    assign tclk[0]=clk;
    genvar c;
    generate for(c=0;c<18;c=c+1) begin
        clockDiv fDiv(tclk[c+1],tclk[c]);
    end endgenerate
    clockDiv fdivTarget(targetClk,tclk[18]);
    quadSevenSeg q7seg(seg,dp,an0,an1,an2,an3,num0,num1,num2,num3,targetClk);
endmodule
==> flow/run.sh <==
#!/bin/bash
# OpenROAD 26Q1-2900-gdf79404cd8, Yosys 0.63+post, stock flow scripts
make -C /OpenROAD-flow-scripts/flow DESIGN_CONFIG=/design/flow/config.mk WORK_HOME=/design/flow/orfs finish
==> flow/config.mk <==
export PLATFORM = sky130hd
export DESIGN_NAME = system
export DESIGN_NICKNAME = system
export VERILOG_FILES = /design/flow/design.v
export SDC_FILE = /design/flow/constraint.sdc
export NUM_CORES = 4
export LEC_CHECK = 1
export CORE_AREA = 10 10 70 70
export DIE_AREA = 0 0 80 80
export SYNTH_HDL_FRONTEND = slang
==> flow/constraint.sdc <==
current_design system

set clk_period 1.0
set clk_io_pct 0.2

create_clock -name clk0 -period $clk_period [get_ports {clk}]

set non_clock_inputs [all_inputs -no_clocks]
set_input_delay [expr $clk_period * $clk_io_pct] -clock clk0 $non_clock_inputs
set_output_delay [expr $clk_period * $clk_io_pct] -clock clk0 [all_outputs]
==> results.json <==
{
  "status": "finished clean",
  "fin_skew_ns": 0,
  "worstPathArrival_ns": 0.33,
  "grt_pass1_vias": 283,
  "fmax_mhz": 2250,
  "setup-violations-final": 0,
  "crit_chain": "inv_1",
  "vias_per_cell": 2.68,
  "drc_errors": 0,
  "end_kind": "register",
  "timing.hold.ws_ns": 0.360,
  "die_h_um": 80,
  "dr.pass1.iters": 2,
  "drv_cap": 0,
  "min_period_ns": 0.445,
  "fin_ws_ns": 0.555,
  "critPathMaxStageDelay_ns": 0.30,
  "warning_count": 33,
  "path_class": "register to register",
  "grt_antenna_before_repair": 0,
  "untimed_endpoints": 31,
  "post_drt_wl_per_cell_um": 5.15,
  "ios": 13,
  "ctsHoldBuffers": 0,
  "slowest_stage": "dfxtp_1",
  "clk_pin_slew_ns": 0,
  "rsz0062_at_grt": "no",
  "cts_resized": 0,
  "holdCritPathClass": "register to register",
  "die-area_mm2": 0.00640,
  "top_cells_by_area": "dfxtp_1, inv_1, ha_1",
  "port_buffers": 11,
  "yosysTopAreaCell": "dfxtp_1",
  "unclocked_regs": 20,
  "path_buffers": 1,
  "die_w_um": 80,
  "core_area_mm2": 0.00342,
  "cp.required_ns": 0.89,
  "yosys_register_bits": 21,
  "synth.distinct_cells": 6,
  "cp-start-kind": "register",
  "clock.latency.late_pin_ns": 0,
  "grt_pass1_wl_mm": 1.06,
  "initial_core_util_pct": 19.5,
  "syn_inst": 63,
  "ys_area_um2": 664,
  "hold_depth": 1,
  "r2r_start": "genblk1[0].fDiv.clkDiv$_DFF_P_",
  "grt.total_usage_pct": 1.80,
  "ys_cells": 63,
  "netlist_area_um2": 664,
  "wirelength_um": 577,
  "grt_max_degree": 6,
  "vias": 300,
  "irDropWorstVdd_mv": 0.167,
  "worstReg2RegEnd": "genblk1[0].fDiv.clkDiv$_DFF_P_",
  "reg2reg_slack_ns": 0.55,
  "path_max_fanout": 2,
  "power_uw": 40.9,
  "diodes": 0,
  "area_growth_pct": 16.2,
  "hold_viol_final": 0,
  "power.density_mw_per_mm2": 53.0,
  "path_delay_family": "flip-flops",
  "reg2reg_depth": 1,
  "overflow": 0,
  "synth_warnings": 0,
  "drive_gt1_share_pct": 0,
  "cts_setup_buffers": 0,
  "gp_congestion": 0.671,
  "setup_tns_ns": 0,
  "holdCritStartpoint": "genblk1[0].fDiv.clkDiv$_DFF_P_",
  "antenna_left": 0,
  "dr.first_iter.drc_count": 3,
  "syn_avg_cell_area_um2": 10.5,
  "dp_hpwl_um": 564,
  "final_util_pct": 22.6,
  "period_used_pct": 44.5,
  "yosysSeqAreaShare_pct": 63.3,
  "top_cell_area_share_pct": 63.3,
  "slew_violations": 0,
  "p_leak_nw": 0.286,
  "rows": 21,
  "hold_path_end": "genblk1[0].fDiv.clkDiv$_DFF_P_",
  "pre_cts_ws_ns": 0.555
}
==> cells in the final DEF (no fill, tap or decap) <==
cell,Yosys,final
o21a_1,1,1
clkdlybuf4s50_1,0,11
dfxtp_1,21,21
ha_1,6,6
conb_1,1,1
inv_1,26,26
==> cell families after synthesis <==
logic type / Yosys count / synth area share, %
AOI/OAI and AO/OA: 1 / 1.13
other: 1 / 0.564
buffers and inverters: 34 / 23.7
DFF: 21 / 63.3
adders and majority gates: 6 / 11.3
==> layer usage <==
layer | GRT usage (%) | share of wire [%]
met5 | 0 | 0
met4 | 0 | 0
met3 | 0.227 | 17
met2 | 3.05 | 33
met1 | 2.55 | 49
==> sequential cells by signal, summed over array words and instances (netlist names) <==
name / count
genblk1.fDiv.clkDiv: 18
q7seg.ps: 2
fdivTarget.clkDiv: 1
==> through the flow <==
stage               area, um^2  std cells
floorplan                  664         63
global placement           772        112
detailed placement         772        112
CTS                        772        112
global route               772        112
finish                     772        112
==> synthesized netlist by cell type (all sizes together) <==
cell type,n
inv,26
dfxtp,21
buf,8
ha,6
conb,1
o21a,1
==> where the power goes <==
part / switching, mW / internal, mW / leakage [nW]
registers: 0 / 0.0407 / 0.169
clock network: 0 / 0 / 0
logic: 0.000169 / 0 / 0.117
==> layout make-up <==
type,instances,area (um^2)
Sequential cell,21,420
Multi-Input combinational cell,8,86.3
Timing Repair Buffer,11,110
Fill cell,373,2640
Tap cell,46,57.6
Inverter,26,97.6
==> worst max-delay path by stage <==
stage,depth (start not counted),slack (ns),from,endpoint
finish,1,0.55,genblk1[0].fDiv.clkDiv$_DFF_P_,genblk1[0].fDiv.clkDiv$_DFF_P_
CTS,1,0.55,genblk1[0].fDiv.clkDiv$_DFF_P_,genblk1[0].fDiv.clkDiv$_DFF_P_
global route,1,0.55,genblk1[0].fDiv.clkDiv$_DFF_P_,genblk1[0].fDiv.clkDiv$_DFF_P_
Power and IR drop assume default switching activity.
